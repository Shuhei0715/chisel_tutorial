==> ./design.v <==
module Hello(
  input   clock,
  input   reset,
  output  io_led
);
  reg [31:0] cntReg;  
  reg  blkReg;  
  wire [31:0] _cntReg_T_1 = cntReg + 32'h1;  
  assign io_led = blkReg;  
  always @(posedge clock) begin
    if (reset) begin  
      cntReg <= 32'h0;  
    end else if (cntReg == 32'h17d783f) begin  
      cntReg <= 32'h0;  
    end else begin
      cntReg <= _cntReg_T_1;  
    end
    if (reset) begin  
      blkReg <= 1'h0;  
    end else if (cntReg == 32'h17d783f) begin  
      blkReg <= ~blkReg;  
    end
  end
endmodule
module hello_top(input clk, output led);
  wire h_io_led;
  wire res;
  assign led = h_io_led;
  assign res = 1'h0;
  Hello h(.clock(clk), .reset(res),
       .io_led( h_io_led ));
endmodule
==> ./run.sh <==
#!/bin/bash
# OpenROAD 26Q1-2900-gdf79404cd8, Yosys 0.63+post, stock flow scripts
make -C /OpenROAD-flow-scripts/flow DESIGN_CONFIG=/design/flow/config.mk WORK_HOME=/design/flow/orfs finish
==> ./config.mk <==
export PLATFORM = sky130hd
export DESIGN_NAME = hello_top
export DESIGN_NICKNAME = hello_top
export VERILOG_FILES = /design/flow/design.v
export SDC_FILE = /design/flow/constraint.sdc
export NUM_CORES = 4
export LEC_CHECK = 1
export CORE_UTILIZATION = 30
==> ./constraint.sdc <==
current_design hello_top

set clk_period 7.0
set clk_io_pct 0.2

create_clock -name clk0 -period $clk_period [get_ports {clk}]

set non_clock_inputs [all_inputs -no_clocks]
set_input_delay [expr $clk_period * $clk_io_pct] -clock clk0 $non_clock_inputs
set_output_delay [expr $clk_period * $clk_io_pct] -clock clk0 [all_outputs]
==> flow_results.org <==
#+TITLE: Physical design notes

** Yosys
- After synthesis, flip-flops and latches occupy 44.7% of the total area.
- In the post-synthesis netlist, the biggest area contributors are sky130_fd_sc_hd__dfxtp_1 43%, sky130_fd_sc_hd__xor2_1 7.6%, sky130_fd_sc_hd__xnor2_1 4.7%, sky130_fd_sc_hd__nand3_1 3.3%, sky130_fd_sc_hd__nand4_1 3.3%.
- Area share of the largest cell type after synthesis :: between 40 and 50%
- Top cell type by total area after synthesis :: sky130_fd_sc_hd__dfxtp_1
- Count of unique library cells instantiated by Yosys :: 36
- Cell count listed in synth_stat.txt :: 156
- The synthesis stat section lists a flop and latch total of 33.
- After technology mapping, the gate count stands at between 150 and 200.
- Synth Cell Area :: 0.00150 mm^2
- Avg Inst Size Synth :: roughly 9.6 um^2
- Flip-flops with a built-in enable :: 1
- Counting the warning lines in the Yosys log gives 1.
- Yosys stat chip area :: about 0.0015 mm^2
- Per the synth stats, the flop cell with the highest instance count is sky130_fd_sc_hd__dfxtp_1.
- After synthesis, the share of flip-flops with an asynchronous set or reset is 0%.
- Most frequently used cell type in the post-synthesis netlist :: sky130_fd_sc_hd__dfxtp_1
- In the synthesized netlist, the cells that appear most often are 32 x sky130_fd_sc_hd__dfxtp_1, 13 x sky130_fd_sc_hd__xor2_1, 12 x sky130_fd_sc_hd__nand2_1, 10 x sky130_fd_sc_hd__nand3_1.

** Worst setup path
- STA classifies the critical path endpoint as a primary output.
- STA classifies the critical path startpoint as a flop.
- Slowest cell on the critical path :: sky130_fd_sc_hd__clkdlybuf4s50_1
- STA puts the critical path data required time at 5600 ps.
- Worst path max stage delay :: 470 ps
- Cell family with most CP delay :: buffers and inverters
- In this run the number of cells on the critical path is 1.
- STA lists the maximum fanout along the critical path as 2.
- Cell count of the worst reg-to-reg path :: 4
- For reference, the critical path cell chain is clkdlybuf4s50_1.
- Setup Crit Path Kind :: flop to primary output
- Data on the critical path arrives at its endpoint at between 1000 and 1500 ps.
- Count of buffering cells on the critical path with inverters included :: 1

** Clock tree
- According to the CTS report, the clock sink count is 33.
- After clock tree synthesis, the setup repair step added 0 buffers.
- Once the clock tree was built, the resizer swapped 0 gates to a different size.
- CTS built an H-tree with a depth of 2.
- CTS tree :: built
- The clock reaches the later pin of the worst-skew pair after 280 ps.
- The tree is rooted in a sky130_fd_sc_hd__clkbuf_8.
- The post-CTS hold buffer count recorded in the log is 0.
- For reference, the clock transition at the flip-flops on the worst setup and hold paths is 60 ps.
- The number of clock buffers added by TritonCTS is 5.
- Looking at the clock tree report, the maximum root-to-sink buffer count equals 2.

** Place
- Cell total after placement :: 220
- Post-detailed-placement cell area :: 0.00156 mm^2
- The placement summary gives the final routability congestion estimate as 0.840.
- Setup WS pre-CTS :: 4810 ps
- The buffer_ports step reported a buffer count of 1.
- Final HPWL from detailed placement :: 1740 um

** Global routing
- Summed over all layers, the global routing overflow is 0.
- Total global-route track usage over all layers is 11.2%.
- Wire length of the first global-routing pass :: 4600 um
- Largest net degree at the start of global routing :: 16
- Number of antenna violations at the first check in global routing :: 0
- Vias in the first global route :: 999

** Floorplanning
- The initialized floorplan defines 25 standard-cell rows.
- Number of I/O pins :: 2
- Area inside the core boundary :: 0.00475 mm^2
- Horizontal extent of the die :: 72.7 um
- Chip Area :: 0.00528 mm^2
- The vertical die dimension reported for this design is 72.7 um.
- In the floorplan report the effective utilization is 31.5%.

** Detailed routing
- Total met3 wirelength after detailed routing :: around 66 um
- In the final routing, the length of wire on met1 measures 1440 um.
- Drt total wl :: 2600 um
- Violation count after the first detailed-routing iteration :: 20
- Wirelength per Cell :: 11.4 um
- The routed design uses 1070 um of met2 wire.
- Signal nets in the final route climb as high as met4.
- Drt first pass iters :: 4
- The count of nets left with antenna violations once routing finished came out at 0.
- The number of antenna diodes in the final layout is 0.
- TritonRoute reported its final design rule violation total as 0.
- Via Count :: 1091
- Via density :: about 4.8

** Cells and area
- Per the layout report, the design carries 522 filler cells.
- Fraction of final layout cells sized beyond drive strength 1 :: 9.32%
- Synthesis-to-finish area growth :: 9.27%
- Final std cell area, no fill :: approximately 0.0016 mm^2
- The finished layout holds 228 standard cells, fillers aside.

** STA
- Looking at the max-slew report, the worst-margin pin has a slew of between 600 and 700 ps.
- Upper clock frequency limit :: 400 MHz
- The worst path needs 2500 ps of the cycle, external delays included.
- Per the slew report, the remaining headroom to the max-slew limit stands at between 50% and 60%.
- Worst setup margin :: roughly 4500 ps
- Final setup violation count :: 0
- Clock skew on the completed layout was measured at ~3.6 ps.
- Sum Neg Setup Slack :: 0 ps
- Count of final hold-check violations :: 0
- Final period util :: 35.7%
- Setup repair after global routing left no endpoint under its margin.
- Final count of pins violating max slew :: 0

** Flow run
- Number of warning messages in the logs :: 25
- In this run the maximum-capacitance check reported violations numbering 0.

** Power
- Maximum vdd ir drop :: 0.000113 V
- Per the OpenROAD power report, leakage power amounts to 0.646 nW.
- Power comes to 323 uW.
- Total power normalized to cell area comes to 197 mW/mm^2.

** Min path
- Hold WC Path Type :: flop to flop
- Cell depth of the worst min-delay path :: 1

** Outcome
- Run status :: finished, final reports clean
## worst paths after layout
check	startpoint	endpoint	slack, ps
worst max-delay path	h.blkReg$_DFFE_PN_	led	4500
worst min-delay path	h.cntReg[31]$_SDFF_PN0_	h.cntReg[31]$_SDFF_PN0_	460
worst max register to register	h.cntReg[0]$_SDFF_PN0_	h.blkReg$_DFFE_PN_	4880
worst min register to register	h.cntReg[31]$_SDFF_PN0_	h.cntReg[31]$_SDFF_PN0_	460
## sequential cells by signal, indices dropped and copies added (netlist names)
signal,count
h.blkReg,1
h.cntReg,32
## cells in the final DEF, fill, tap and decap left out, types with 4 or more instances in the layout
master | Yosys | routed
sky130_fd_sc_hd__a21oi_1 | 6 | 6
sky130_fd_sc_hd__clkbuf_8 | 0 | 5
sky130_fd_sc_hd__dfxtp_1 | 32 | 32
sky130_fd_sc_hd__inv_1 | 5 | 5
sky130_fd_sc_hd__nand2_1 | 12 | 12
sky130_fd_sc_hd__nand3_1 | 10 | 10
sky130_fd_sc_hd__nand4_1 | 8 | 8
sky130_fd_sc_hd__nor2_1 | 7 | 7
sky130_fd_sc_hd__nor3_1 | 5 | 5
sky130_fd_sc_hd__nor4_1 | 7 | 7
sky130_fd_sc_hd__o31ai_1 | 5 | 5
sky130_fd_sc_hd__or3_1 | 4 | 4
sky130_fd_sc_hd__or4_1 | 4 | 4
sky130_fd_sc_hd__xnor2_1 | 8 | 8
sky130_fd_sc_hd__xor2_1 | 13 | 13
## where the power goes
group	switching (mW)	total (mW)	leakage, nW	internal, mW
Sequential	0	0.189	0.269	0.189
Clock	0.0635	0.134	0.0395	0.0705
Combinational	0	0.000000337	0.337	0
## through the flow
stage | util, % | hold WS [ps]
after floorplan | - | 432
after global placement | 32.8 | 442
after detailed placement | 32.8 | 453
after CTS | 34.4 | 462
after global routing | 34.4 | 482
final | 34.4 | 457
## layer usage
layer,global-route usage (%),vias up
li1,-,579
met1,17.4,500
met2,16.3,8
met3,3.36,4
met4,1.31,0
met5,0,-
## worst reg2reg max path: stages (launching register included)
cell	delay [ps]
sky130_fd_sc_hd__dfxtp_1	390
sky130_fd_sc_hd__ha_1	200
sky130_fd_sc_hd__and3_1	340
sky130_fd_sc_hd__nand3_1	240
sky130_fd_sc_hd__nor3_4	580
## cell families (layout without fill, tap and decap cells)
group	after synthesis	count (layout)	synth area share, %
compound gates	16	16	6.59
xor+xnor	21	21	12.3
fa+ha+maj	1	1	0.835
buf+inv	9	14	3.59
flops	33	33	44.7
simple gates	76	76	32.0
## final cells by class
| cell class | count | area, um^2 | area share [%] |
|---|---|---|---|
| clock buffers | 8 | 80.1 | 4.89 |
| inverters | 5 | 18.8 | 1.15 |
| multi-input cells | 114 | 774 | 47.3 |
| flip-flops and latches | 33 | 671 | 40.9 |
| well taps | 67 | 83.8 | 5.12 |
| repair buffers | 1 | 10.0 | 0.611 |
Power and IR drop assume default switching activity.
